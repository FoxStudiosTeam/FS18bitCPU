`flow/design.v`:
```
module full_adder (
    input wire a,
    input wire b,
    input wire c_in,
    output wire c_out,
    output wire s
);
    wire s1, c1, c2;
    half_adder h1 (
        .a(a),
        .b(b),
        .s(s1),
        .c(c1)
    );
    half_adder h2(
        .a(s1),
        .b(c_in),
        .s(s),
        .c(c2)
    );
    assign c_out = c1 | c2;
endmodule
module half_adder (
    input wire a,
    input wire b,
    output wire s,  
    output wire c  
);
    assign s = a ^ b;
    assign c = a & b;
endmodule
module simple_8bit_adder(
    input [7:0] a,
    input [7:0] b,
    input wire c_in,
    output wire c_out,
    output [7:0] s
);
    wire [7:0] carry;   
    genvar i;
    generate
        for (i = 0; i < 8; i = i + 1) begin : adder_block
            if (i == 0) begin
                full_adder fa (
                    .a(a[i]),
                    .b(b[i]),
                    .c_in(c_in),
                    .s(s[i]),
                    .c_out(carry[i])
                );
            end else begin
                full_adder fa (
                    .a(a[i]),
                    .b(b[i]),
                    .c_in(carry[i-1]),
                    .s(s[i]),
                    .c_out(carry[i])
                );
            end
        end
    endgenerate
    assign c_out = carry[7];   
endmodule
```
`flow/config.mk`:
```
export PLATFORM = sky130hd
export DESIGN_NAME = simple_8bit_adder
export DESIGN_NICKNAME = simple_8bit_adder
export VERILOG_FILES = /design/flow/design.v
export SDC_FILE = /design/flow/constraint.sdc
export NUM_CORES = 4
export LEC_CHECK = 1
export CORE_AREA = 10 10 70 70
export DIE_AREA = 0 0 80 80
```
`flow/run.sh`:
```
#!/bin/bash
# OpenROAD 26Q1-2900-gdf79404cd8, Yosys 0.63+post, stock flow scripts
make -C /OpenROAD-flow-scripts/flow DESIGN_CONFIG=/design/flow/config.mk WORK_HOME=/design/flow/orfs finish
```
`flow/constraint.sdc`:
```
current_design simple_8bit_adder

set clk_period 10.2
set clk_io_pct 0.2

create_clock -name clk0 -period $clk_period

set non_clock_inputs [all_inputs -no_clocks]
set_input_delay [expr $clk_period * $clk_io_pct] -clock clk0 $non_clock_inputs
set_output_delay [expr $clk_period * $clk_io_pct] -clock clk0 [all_outputs]
```
==> run summary <==
Notes on the flow run.

- The vertical die dimension is ~80 µm, for reference.
- The count of buffers inserted at the top-level ports is 26, for reference.
- The synthesized design spends more area on one cell type than any other, namely sky130_fd_sc_hd__fa_1.
- The worst hold path belongs to the class in2out.
- The post-layout total power is about 26 µW, for reference.
- The floorplan has 21 rows.
- The synthesized netlist was found by Yosys to have 26 cells.
- The iteration count of the initial detailed-routing pass is 1, for reference.
- The tool flagged a number of max-cap violations equal to 0.
- By area the synthesized netlist is led by sky130_fd_sc_hd__fa_1 (62%), sky130_fd_sc_hd__buf_4 (23%), sky130_fd_sc_hd__inv_1 (15%).
- The I/O pin total is 26, for reference.
- The areal power density over the cells is ~51 nW/µm², for reference.
- Sequential cells placed in the final layout were counted as 0.
- Of all nets on the critical path, the largest fanout is 1.
- Per the detail_route report, DRC violations left total 0.
- The relative slew slack is 0.939, for reference.
- Per the detail_route report, the via count comes to 217.
- The area taken by multi-input logic gates is 160 µm², for reference.
- The tally of clock buffers in the finished layout is 0, for reference.
- Per the layout report, the design carries 394 filler cells.
- Per the final layout report, the fraction of cells sized above drive strength 1 comes to 0.
- The stage-log warning count is 32, for reference.
- Between the synthesized netlist and the finished layout, the area growth was recorded as 100%.
- Entering global routing, the biggest net connects 2 pins.
- Post-synthesis, Yosys gives the total cell area as 258 µm².
- The critical path data required time is 8.16 ns, for reference.
- The worst-case IR drop observed on VDD is 0.0172 mV.
- The initial DRC count is 0, for reference.
- The setup fix buffers added after clock tree synthesis is 0, for reference.
- Nets still carrying antenna violations after routing amount to 0.
- The first global-routing pass estimated 1.26 mm of wire.
- For this run, the number of Yosys warnings is 0.
- The critical path endpoint category is an output port, for reference.
- The mean routed wirelength per cell is between 8 and 9 µm, for reference.
- Each instance of the synthesized netlist takes up on average between 9 and 10 µm².
- The run finished with clean final reports.
- The maximum clock rate is 124 MHz, for reference.
- The final critical delay including setup and external delays is a little over 8 ns, for reference.
- The number of global-route vias before repair is roughly 270, for reference.
- The worst endpoint data arrival time is between 6 and 7 ns, for reference.
- The number of gates resized after CTS was 0.
- The HPWL after detailed placement is 778 µm, for reference.
- The total global routing overflow is 0, for reference.
- Setup repair after global routing left no endpoint under its margin.
- The via count normalized by instance count is 2.41, for reference.
- Post-route period utilization is reported as 0.790.
- The area inside the core boundary is 3420 µm², for reference.
- The initial antenna violation count is 0.
- The top-area cell type share of the netlist area is 0.621, for reference.
- The chip area is 6400 µm², for reference.
- Per the layout area report, the register area comes to 0 µm².
- The horizontal die dimension reported for this design is 80 µm.
- The synthesized netlist occupies a cell area of 258 µm².
- The number of antenna cells inserted is 0, for reference.
- The synthesized instance count is 26, for reference.
- The script extracted a total leakage power of 0.213 nW.
- The part of the Yosys area used for sequential elements is 0, for reference.
- In this run, distinct cell masters in the synthesized netlist total 3.
- The end-of-flow core utilization is 0.151, for reference.
- Hold-check failures listed in the final report amount to 0.
- The critical path startpoint category is a primary input, for reference.
- The final timing report lists a max-slew violation count of 0.
- The share of the core filled by cells before placement is 0.0755, for reference.
- The placement summary gives the final routability congestion estimate as 0.863.
- Hold repair after CTS inserted 0 buffers.
- The actual slew at the worst max-slew pin is 0.0907 ns, for reference.
- The total routing usage reported by global routing is 0.0245, for reference.
- Summed over all failing endpoints, the final setup total negative slack is 0 ns.
- Summed over all layers, the routed wires come to 772 µm.
- The worst setup path is of the in2out kind.
- In the final report, the number of endpoints failing setup comes to 0.
==> path summary, 6_finish.rpt <==
path / start / to / cells past startpoint
max: a[0] / s[7] / 14
min: c_in / s[0] / 5
==> logic make-up after synthesis <==
family | count (synthesis) | share of synthesized area
buffers and inverters | 18 | 0.379
adders and majority gates | 8 | 0.621
==> report_power, final <==
part | switching [mW] | internal [mW] | leakage (nW) | total [mW]
Clock | 0 | 0 | 0 | 0
Sequential | 0 | 0 | 0 | 0
Combinational | 0.00675 | 0.0195 | 0.213 | 0.0263
==> synth_stat cells <==
| library cell | count |
|---|---|
| sky130_fd_sc_hd__fa_1 | 8 |
| sky130_fd_sc_hd__inv_1 | 10 |
| sky130_fd_sc_hd__buf_4 | 8 |
==> layer usage <==
| layer | vias to the layer above | part of all wire | GRT usage |
|---|---|---|---|
| li1 | 96 | - | - |
| met1 | 96 | 0.38 | 0.0270 |
| met2 | 25 | 0.23 | 0.0289 |
| met3 | 0 | 0.38 | 0.0330 |
| met4 | 0 | 0 | 0 |
| met5 | - | 0 | 0 |
==> worst max-delay path: stages <==
cell	delay (ns)
sky130_fd_sc_hd__clkdlybuf4s50_1	0.41
sky130_fd_sc_hd__inv_1	0.08
sky130_fd_sc_hd__fa_1	0.17
sky130_fd_sc_hd__inv_1	0.05
sky130_fd_sc_hd__fa_1	0.37
sky130_fd_sc_hd__fa_1	0.38
sky130_fd_sc_hd__fa_1	0.38
sky130_fd_sc_hd__fa_1	0.39
sky130_fd_sc_hd__fa_1	0.39
sky130_fd_sc_hd__fa_1	0.36
sky130_fd_sc_hd__inv_1	0.07
sky130_fd_sc_hd__fa_1	0.40
sky130_fd_sc_hd__inv_1	0.06
sky130_fd_sc_hd__clkdlybuf4s50_1	0.47
==> placed cells by master, fill, tap and decap left out <==
master / instances
sky130_fd_sc_hd__inv_1: 10
sky130_fd_sc_hd__clkdlybuf4s50_1: 26
sky130_fd_sc_hd__fa_1: 8
==> area by class of cell <==
type,instances,share of cell area
inverters,10,0.0728
multi-input cells,8,0.311
well taps,46,0.112
repair buffers,26,0.505
==> per-stage QoR <==
step	instance area, µm²	std cells	setup WS (ns)	hold WS, ns
finish	515	90	2.14	5.12
global route	515	90	1.91	5.16
floorplan	258	26	3.02	4.30
detailed placement	515	90	2.12	5.14
CTS	515	90	2.11	5.14
global placement	515	90	2.13	5.14
Power is estimated from default activity; no workload was simulated.
