==> /design/flow/design.v <==
module abstract_register(
    input clk,
    input reset,
    input [7:0] data,
    input load,
    output reg [7:0] current
);
    always @(posedge clk or posedge reset) begin
        if (reset)
            current <= 8'b0;
        else if (load)
            current <= data;
    end
endmodule
==> /design/flow/run.sh <==
#!/bin/bash
# OpenROAD 26Q1-2900-gdf79404cd8, Yosys 0.63+post, stock flow scripts
make -C /OpenROAD-flow-scripts/flow DESIGN_CONFIG=/design/flow/config.mk WORK_HOME=/design/flow/orfs finish
==> /design/flow/config.mk <==
export PLATFORM = sky130hd
export DESIGN_NAME = abstract_register
export DESIGN_NICKNAME = abstract_register
export VERILOG_FILES = /design/flow/design.v
export SDC_FILE = /design/flow/constraint.sdc
export NUM_CORES = 4
export LEC_CHECK = 1
export CORE_AREA = 10 10 70 70
export DIE_AREA = 0 0 80 80
==> /design/flow/constraint.sdc <==
current_design abstract_register

set clk_period 1.0
set clk_io_pct 0.2

create_clock -name clk0 -period $clk_period [get_ports {clk}]

set non_clock_inputs [all_inputs -no_clocks]
set_input_delay [expr $clk_period * $clk_io_pct] -clock clk0 $non_clock_inputs
set_output_delay [expr $clk_period * $clk_io_pct] -clock clk0 [all_outputs]
==> summary.rpt <==
=== SYNTHESIS / PLACE & ROUTE SUMMARY ===
----------------------------------------------------
[Cells and area]
  Synthesis-to-finish area growth ........................ 76.9%
  Share of layout cells above drive strength 1 ........................ between 50 and 60%
  Flip-flop count of the largest register after layout ........................ 8
  Non-filler cells, final ........................ about 89
  Multi-input logic area ........................ between 100 and 150 sq um
  Register with the most flip-flops ........................ current
  Combined flip-flop and latch cell area ........................ around 200 sq um
  Top library cells by usage in the layout, fill and taps aside ........................ sky130_fd_sc_hd__clkdlybuf4s50_1, sky130_fd_sc_hd__mux2_4, sky130_fd_sc_hd__dfrtp_1
  Most frequently placed logic cell in the final layout ........................ sky130_fd_sc_hd__clkdlybuf4s50_1
  Number of filler instances in the final layout ........................ roughly 390
  Top Registers ........................ current: 8 flops

[CTS]
  Sinks on Clock Net ........................ 8
  Depth of the CTS H-tree ........................ 1
  Clock-pin slew on the worst setup and hold paths ........................ approximately 0.050 ns
  Clock Path Buffers ........................ 2
  Clock tree from TritonCTS ........................ done
  Clock latency on the worst-skew pair ........................ ~0.24 ns
  Clock buffers created by TritonCTS ........................ 3
  Count of hold-fix buffers inserted at cts ........................ 0
  CTS Root Cell ........................ sky130_fd_sc_hd__clkbuf_4

[Floorplan]
  Placeable Area ........................ 3420 sq um
  Chip footprint ........................ 6400 sq um
  Row Count ........................ 21
  Die height ........................ around 80 um
  Overall die width ........................ around 80 um
  Initial core utilization ........................ 9.82%
  Number of primary I/O pins ........................ 19

[Setup path]
  Slowest CP cell ........................ sky130_fd_sc_hd__dfrtp_1
  CP arrival ........................ 0.74 ns
  Classification of the worst setup path ........................ reg -> out
  Cell family contributing the most delay on the critical path ........................ flip-flops
  Worst Setup End Kind ........................ output port
  Maximum single-stage delay on the critical path ........................ about 0.37 ns
  Worst-path fanout max ........................ 2
  Cell Chain, Critical Path ........................ buf_2
  Number of buffer and inverter stages on the critical path ........................ 1
  Required time at the worst-slack endpoint ........................ 0.80 ns
  Nature of the critical path startpoint ........................ register

[Run]
  Tool Warnings ........................ 25
  Number of maximum-capacitance violations ........................ 0

[Synthesis]
  Yosys synthesis warning count ........................ 1
  Synthesized instance count ........................ 18
  Cell count in the Yosys report ........................ 18
  Chip area line of the yosys report ........................ ~340 sq um
  Synthesized area divided by synthesized cell count ........................ approximately 19 sq um
  Count of state elements after synthesis ........................ 8
  Cell area after synthesis ........................ about 340 sq um
  Register share after synthesis ........................ 59.7%
  Synth cell types ........................ 4

[Power]
  Power Dens Cells ........................ around 1300 nW/um^2
  Worst IR Drop VDD ........................ roughly 0.00025 V
  LEAKAGE ........................ 0.280 nW
  Internal cell power ........................ ~0.00062 W
  Final Total Pwr ........................ 0.000769 W
  Switching component of the power ........................ ~0.00015 W
  Switching power share of the total ........................ about a fifth
  Combinational group share of total power ........................ a little over a fifth
  Fraction of power consumed by the clock network ........................ between 20% and 30%
  Relative contribution of sequential cells to total power ........................ between 40% and 50%

[Final timing]
  Relative slew slack ........................ between 80% and 90%
  Maximum achievable frequency ........................ 1.06 GHz
  Post-layout period usage of the worst path ........................ 94.0%
  Time the worst path needs with I/O delays and setup ........................ 0.940 ns
  Setup repair after global routing missed its margin ........................ no
  Endpoints failing setup ........................ 0
  Final hold slack ........................ around 0.22 ns
  Final Max Tran Viols ........................ 0
  Maximum clock skew at final layout ........................ 0 ns
  Slew at the pin with the worst max-slew slack ........................ about 0.29 ns
  Fin. Hold Viols ........................ 0
  Setup WS post-layout ........................ approximately 0.06 ns

[Drt]
  Routed Wire Length ........................ 886 um
  Starting DRC count in detailed routing ........................ 17
  Via count normalized by instance count ........................ roughly 2.6
  Remaining antenna violation count ........................ 0
  Detailed-routing iteration count for the pre-antenna-repair pass ........................ 2
  DR DRC count ........................ 0
  Average routed wire per standard cell ........................ about 10 um
  Antenna cell count ........................ 0
  Via count ........................ approximately 230

[GRT]
  Number of antenna violations at the first check in global routing ........................ 0
  Pin count of the biggest net entering global routing ........................ 9
  Grt total ovfl ........................ 0
  Global-route wire length before repair ........................ ~1500 um
  Vias in the first global route ........................ about 290
  Total routing usage reported by global routing ........................ 2.96%

[Placed design]
  Buffers on Ports ........................ 18
  HPWL after detailed placement ........................ between 700 and 800 um
  Place WS ........................ -0.285 ns
  RePlAce Congestion ........................ between 0.7 and 0.8
  # placed instances ........................ ~84

[Hold path]
  Worst hold path class ........................ in -> async

[Status]
  Result of the run ........................ completed

----------------------------------------------------
-- final timing paths --
path                             from    endpoint  slack (ns)  cells after the start
max                        current[6]  current[6]        0.06                      1
max in group asynchronous       reset  current[6]        0.56                      2
min reg2reg                current[6]  current[6]        0.52                      1
min in group clk0          current[6]  current[6]        0.52                      1
min                             reset  current[4]        0.22                      2
max reg2reg                current[2]  current[2]        0.12                      2
-- per-layer routing --
layer | track usage [%] | part of all wire [%]
met5 | 0 | 0
met4 | 1.58 | 4.6
met3 | 0.568 | 4.3
met2 | 4.90 | 50
met1 | 3.52 | 41
-- what timing repair did --
item | CTS | global route
resized | 21 | 4
setup endpoints to repair | 16 | 6
cloned | 0 | 0
hold endpoints to repair | 0 | 0
buffers inserted | 4 | 0
-- power groups by stage --
stage / clock (W) / combinational (W) / sequential [W]
after CTS: 0.000243 / 0.000190 / 0.000374
after global routing: 0.000256 / 0.000181 / 0.000383
final: 0.000229 / 0.000165 / 0.000374
-- logic make-up after synthesis --
family,count (synthesis),share of synthesized area [%]
multiplexers,8,35.8
flip-flops,8,59.7
buffers and inverters,2,4.48
-- per-stage QoR --
step / cell area (sq um) / TNS [ns] / util (%)
final: 593 / 0 / 17.4
after global routing: 593 / 0 / 17.4
after CTS: 628 / 0 / 18.4
after detailed placement: 597 / -2.28 / 17.5
after global placement: 597 / -2.21 / 17.5
after floorplan: 335 / 0 / -
-- cells in the mapped netlist --
| library cell | count | area (sq um) |
|---|---|---|
| sky130_fd_sc_hd__inv_1 | 1 | 3.75 |
| sky130_fd_sc_hd__mux2_4 | 8 | 120 |
| sky130_fd_sc_hd__dfrtp_1 | 8 | 200 |
| sky130_fd_sc_hd__buf_6 | 1 | 11.3 |
-- area by class of cell --
class,instances,area share [%]
clock buffers,3,3.80
multi-input cells,8,20.3
flip-flops and latches,8,33.8
inverters,1,0.633
well taps,46,9.70
repair buffers,23,31.9
No activity file was given, so power comes from the tool's default toggle rates.
